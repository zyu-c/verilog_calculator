==> flow/design.v <==
module binled(in, ledh, ledl);
    input [6:0]in;
    output [6:0]ledh;
    output [6:0]ledl;
    wire [3:0]h;
    wire [3:0]l;
    bintobcd bintobcd0(.in(in), .outh(h), .outl(l));
    ledout ledout0(.in(h), .out(ledh));
    ledout ledout1(.in(l), .out(ledl));
endmodule
module bintobcd(in, outh, outl);
    input [6:0]in;
    output [3:0]outh;
    output [3:0]outl;
    assign outh = in / 10;
    assign outl = in % 10;
endmodule
module calc(decimal, plus, minus, equal, ce, out, sign, overflow, CLK, RST);
    input [9:0]decimal;
    input plus;
    input minus;
    input equal;
    input ce;
    output [6:0] out;
    output sign;
    output overflow;
    input CLK;
    input RST;
    reg [6:0]REGA;
    reg [8:0]REGB;
    reg [1:0]state;
    reg [1:0]count;
    reg add_or_sub;
    reg equal_l;
    wire [3:0]d;
    assign d = dectobin(decimal);
    function [3:0]dectobin;
        input [9:0]in;
        case(in)
            10'b0000000001: dectobin = 0;
            10'b0000000010: dectobin = 1;
            10'b0000000100: dectobin = 2;
            10'b0000001000: dectobin = 3;
            10'b0000010000: dectobin = 4;
            10'b0000100000: dectobin = 5;
            10'b0001000000: dectobin = 6;
            10'b0010000000: dectobin = 7;
            10'b0100000000: dectobin = 8;
            10'b1000000000: dectobin = 9;
        endcase
    endfunction
    assign out = out_func(state, REGA, REGB);
    function [6:0]out_func;
        input [1:0]s;
        input [6:0]a;
        input [8:0]b;
        case(s)
            0: out_func = a;
            1: out_func = (b[8])?(~b+1):b;
        endcase
    endfunction
    assign sign = sign_func(state, REGB[8]);
    function sign_func;
        input [1:0]s;
        input b;
        case(s)
            0: sign_func = 0;
            1: sign_func = b;
        endcase
    endfunction
    assign overflow = (state == 2)?1:0;
    always @(posedge CLK or negedge RST)begin
        if(!RST)begin
            REGA <= 0;
            REGB <= 0;
            state <= 0;
            count <= 0;
            add_or_sub <= 0;
            equal_l <= 0;
        end else begin
            case(state)
                0: begin
                    if((decimal != 0) && (count < 2)) begin
                        REGA <= 10 * REGA + d;
                        count <= count + 1;
                    end else if(ce)begin
                        REGA <= 0;
                        count <= 0;
                    end else if(plus || minus || equal)begin
                        if(!add_or_sub)begin
                            REGB <= REGA + REGB;
                        end else begin
                            REGB <= REGB - REGA;
                        end
                        if(plus)begin
                            add_or_sub <= 0;
                        end else if(minus)begin
                            add_or_sub <= 1;
                        end else if(equal)begin
                            equal_l <= 1;
                        end
                        state <= 1;
                    end
                end
                1: begin
                    if(((REGB[8] == 1) && (REGB < 412)) || ((REGB[8] == 0) && (REGB > 99)))begin
                        state <= 2;
                    end else if(decimal)begin
                        REGA <= d;
                        count <= 1;
                        state <= 0;
                        if(equal_l)begin
                            REGB <= 0;
                            equal_l <= 0;
                        end
                    end
                end
                2: begin
                    if(ce)begin
                        REGA <= 0;
                        REGB <= 0;
                        state <= 0;
                        count <= 0;
                        add_or_sub <= 0;
                        equal_l <= 0;
                    end
                end
            endcase
        end
    end
endmodule
module calctop(push, plus, minus, equal, ce, ledh, ledl, sign, overflow, CLK, RST);
    defparam syncro0.WIDTH = 10;
    defparam syncro1.WIDTH = 1;
    defparam syncro2.WIDTH = 1;
    defparam syncro3.WIDTH = 1;
    defparam syncro4.WIDTH = 1;
    input [9:0]push;
    input plus;
    input minus;
    input equal;
    input ce;
    output [6:0]ledh;
    output [6:0]ledl;
    output sign;
    output overflow;
    input CLK;
    input RST;
    wire [9:0]push_out;
    wire plus_out;
    wire minus_out;
    wire equal_out;
    wire ce_out;
    wire [6:0]out;
    syncro syncro0(.in(push), .out(push_out), .CLK(CLK), .RST(RST));
    syncro syncro1(.in(plus), .out(plus_out), .CLK(CLK), .RST(RST));
    syncro syncro2(.in(minus), .out(minus_out), .CLK(CLK), .RST(RST));
    syncro syncro3(.in(equal), .out(equal_out), .CLK(CLK), .RST(RST));
    syncro syncro4(.in(ce), .out(ce_out), .CLK(CLK), .RST(RST));
    binled binled0(.in(out), .ledh(ledh), .ledl(ledl));
    calc calc0(.decimal(push_out), .plus(plus_out), .minus(minus_out), .equal(equal_out), .ce(ce_out), .out(out), .sign(sign), .overflow(overflow), .CLK(CLK), .RST(RST));
endmodule
module ledout(in, out);
    input [3:0]in;
    output [6:0]out;
    assign out = convert(in);
    function [6:0]convert;
        input [3:0]in;
        case(in)
            0: convert = 7'b1111110;
            1: convert = 7'b0110000;
            2: convert = 7'b1101101;
            3: convert = 7'b1111001;
            4: convert = 7'b0110011;
            5: convert = 7'b1011011;
            6: convert = 7'b1011111;
            7: convert = 7'b1110000;
            8: convert = 7'b1111111;
            9: convert = 7'b1111011;
            10: convert = 7'b1110111;
            11: convert = 7'b0011111;
            12: convert = 7'b0001101;
            13: convert = 7'b0111101;
            14: convert = 7'b1001111;
            15: convert = 7'b1000111;
        endcase
    endfunction
endmodule
module syncro(in, out, CLK, RST);
    parameter WIDTH = 1;
    input [WIDTH-1:0] in;
    output [WIDTH-1:0] out;
    input CLK;
    input RST;
    reg [WIDTH-1:0] q0;
    reg [WIDTH-1:0] q1;
    reg [WIDTH-1:0] q2;
    assign out = q1 & ~q2;
    always @(posedge CLK or negedge RST)begin
        if(!RST)begin
            q0 <= 0;
            q1 <= 0;
            q2 <= 0;
        end else begin
            q0 <= ~in;
            q1 <= q0;
            q2 <= q1;
        end
    end
endmodule
==> flow/run.sh <==
#!/bin/bash
# OpenROAD 26Q1-2900-gdf79404cd8, Yosys 0.63+post, stock flow scripts
make -C /OpenROAD-flow-scripts/flow DESIGN_CONFIG=/design/flow/config.mk WORK_HOME=/design/flow/orfs finish
==> flow/config.mk <==
export PLATFORM = sky130hd
export DESIGN_NAME = calctop
export DESIGN_NICKNAME = calctop
export VERILOG_FILES = /design/flow/design.v
export SDC_FILE = /design/flow/constraint.sdc
export NUM_CORES = 4
export LEC_CHECK = 1
export CORE_UTILIZATION = 30
==> flow/constraint.sdc <==
current_design calctop

set clk_period 11.7
set clk_io_pct 0.2

create_clock -name clk0 -period $clk_period [get_ports {CLK}]

set non_clock_inputs [all_inputs -no_clocks]
set_input_delay [expr $clk_period * $clk_io_pct] -clock clk0 $non_clock_inputs
set_output_delay [expr $clk_period * $clk_io_pct] -clock clk0 [all_outputs]
==> reports/metrics.yaml <==
syn_to_final_growth_pct: 16.2
finalMaxSlewViolations: 0
max_stage_delay_ps: 470
setup_tns_ps: 0
first_global_vias: 3584
fp_util: 0.311
tightest_slew_ps: 853
drc: 0
htree_levels: 3
place_ws_ps: 3430
syn_area_per_cell_um2: 8.89
critPathSlowestCell: "dfrtp_1"
r2r_start: "calc0.REGA[1]"
hold-path-cell-count: 0
rsz0062_at_grt: "false"
route.met2.wl_um: 4530
drive_gt1_frac: 0.0883
avgViaCountPerCell: 4.96
crit_fanout: 9
setup_viol: 0
setup_ws_ps: 3030
async_reset_ff_frac: 1.00
numClockSinks: 65
route.antenna.diode_count: 0
drt_iter0_drc: 215
overflow: 0
lay_top_cells: "64 x dfrtp_1, 53 x nand2_1, 44 x o21ai_0"
required_ps: 9360
cts_tree: "built"
hold_end: "syncro1.q1"
top_layer: "met4"
routed-via-count: 3855
cp.arrival_ps: 6330
syn-cell-area_um2: 4770
lay_top_count: "dfrtp_1"
clk_latency_ps: 330
tool_warnings: 36
syn-instance-count: 537
chipWidth_um: 128
wl_um: 9860
grtUsageTotal: 0.129
synth-edff-count: 0
cts-hold-fix-buffers: 0
worstPathCellList: "inv_1 > ha_1 > or3b_4 > mux2i_4 > or2_1 > nor2_1 > inv_1 > ha_1 > and2b_1 > mux2_2 > o22ai_1 > a311o_1 > nand2_1 > nand2_4 > o32a_1 > and3_4 > o311a_1 > xnor2_2 > inv_1 > ha_1 > mux2_2 > a21oi_1 > clkdlybuf4s50_1"
slew_headroom: 0.425
ys.flops: 65
crit_type: "register to output port"
ys.flop_type: "dfrtp_1"
post_cts_resized: 0
period_needed_ps: 8670
status: "completed"
die_h_um: 128
finalHoldViolations: 0
critPathBufInv: 4
ys_seq_frac: 0.341
ys_chip_area_um2: 4770
chip_area_um2: 16400
io_buffers: 31
yosysUniqueCellTypes: 84
final_antenna_net_count: 0
hp-start: "syncro1.q0"
p_leak_nw: 2.31
top_area_cell: "dfrtp_1"
netlist.area_leader.share: 0.336
yosysWarnings: 4
rrSetupSlack_ps: 8410
topCellsByArea: "dfrtp_1 34%, ha_1 8.7%, o21ai_0 4.6%"
path_delay_family: "simple AND/OR/NAND/NOR gates"
power.density_nw_per_um2: 93.8
hp-class: "register to register"
ir_drop_mv: 0.0849
yosys_cells: 537
dr.pass1.iters: 5
crit_start: "calc0.REGB[1]"
min_period_over_period: 0.741
numCtsBuffers: 9
fill_cells: 1501
grt_max_degree: 46
grt_pass1_wl_um: 17000
clk_pin_slew_ps: 60
cts_root_buf: "clkbuf_16"
coreArea_um2: 15400
fmax_ghz: 0.115
drt-wirelength-per-cell_um: 12.7
post_cts_buffers: 0
cp-end-kind: "output port"
worst_r2r_endpoint: "calc0.REGB[8]"
clockBufferDepth: 2
pin_count: 32
placementRows: 45
dp_hpwl_um: 7200
rr_worst_depth: 15
cap_violations: 0
place_congestion: 0.870
start_kind: "register"
finClkSkew_ps: 5.40
drt-met1-wl_um: 4880
wl_met3_um: 350
grt_antenna_before_repair: 0
## through the flow
stage	hold slack [ps]	power, mW	std cells	cell area (µm²)	utilization
final	340	0.520	777	5550	0.361
after global routing	346	0.538	777	5550	0.361
after CTS	345	0.525	777	5550	0.361
after detailed placement	335	0.260	761	5250	0.342
after global placement	332	0.260	761	5250	0.342
after floorplan	331	0.248	537	4770	-
## worst max path at each step
stage / endpoint / slack [ps] / cells after the start
final: ledl[2] / 3030 / 23
after global routing: ledl[2] / 2510 / 22
after CTS: ledl[3] / 3060 / 23
## worst register-to-register path, delay by kind of cell (launching register included)
family	cells	cell delay, ps
compound gates	7	880
fa+ha+maj	2	740
flops	1	510
simple gates	3	310
mux	1	290
xor+xnor	1	280
buf+inv	1	130
## synthesized netlist by cell type (7+ instances only)
library cell  count
nor2_1           32
inv_1            40
xnor2_1          19
nand2_1          53
a21o_1            9
xor2_1           10
dfrtp_1          64
nor2b_1          23
ha_1             33
nand3_1          13
a21oi_1          25
a31oi_1           8
o21ai_0          44
mux2i_1           7
nor3_1           14
and2_1            7
clkbuf_1          9
nand2b_1          7
## cells by family (layout without fill, tap and decap cells)
family,Yosys count,count (layout),synth area share
multiplexers,15,15,0.0359
AND/OR/NAND/NOR,180,180,0.196
XOR/XNOR,30,30,0.0566
flip-flops,65,65,0.341
adder cells (fa/ha/maj),36,36,0.0991
AND-OR/OR-AND,148,148,0.214
buffers and inverters,63,92,0.0579
## power by group
group	switching (mW)	internal (mW)
clock	0.0983	0.166
sequential	0.00220	0.232
combinational	0.0119	0.00942
## registers in the layout (all words and copies together), names as in the netlist, 2 cells and up
| register | cells |
|---|---|
| syncro0.q2 | 10 |
| calc0.REGB | 9 |
| calc0.REGA | 7 |
| calc0.count | 2 |
| calc0.state | 3 |
| syncro0.q0 | 10 |
| syncro0.q1 | 10 |
## final cells by class
type                    count  area [µm²]  share of cell area
clock buffers              10         229              0.0413
repair buffers             35         335              0.0605
clock inverters             6        66.3              0.0120
flip-flops and latches     65        1630               0.294
well taps                 211         264              0.0476
multi-input cells         409        2870               0.517
inverters                  41         154              0.0278
## per-layer routing
metal	GRT usage	vias up
met2	0.206	71
li1	-	1950
met3	0.0183	10
met4	0.0159	0
met5	0	-
met1	0.196	1824
Power and IR drop assume default switching activity.
